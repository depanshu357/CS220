==> flow/design.v <==
module veda_mem(clk,rst,we,address,dataIn,Mode,dataOut);
parameter SIZE = 32;
input [7:0] dataIn;
input [4:0] address;
input clk,rst,we,Mode;
output reg [7:0] dataOut;
reg [7:0] ram[SIZE-1:0];
reg [4:0]adderss_reg ;
integer i;
always @(posedge clk)begin : memory
    if(rst) begin
        for(i=0;i<32;i++) begin: kuchTohHai
        ram[i] <=0;
        end
        dataOut<= 0;
        adderss_reg <=0;
    end
    else begin
    if(Mode == 0) begin
        if(we) begin
            adderss_reg <= address;
            ram[address] <= dataIn;
        end
        else begin
            adderss_reg <= address;
        end
        dataOut <= ram[adderss_reg];
        end
        else begin
        adderss_reg <= address;
        dataOut<= ram[adderss_reg];
    end
    end
end
endmodule
==> flow/run.sh <==
#!/bin/bash
# OpenROAD 26Q1-2900-gdf79404cd8, Yosys 0.63+post, stock flow scripts
make -C /OpenROAD-flow-scripts/flow DESIGN_CONFIG=/design/flow/config.mk WORK_HOME=/design/flow/orfs finish
==> flow/config.mk <==
export PLATFORM = sky130hd
export DESIGN_NAME = veda_mem
export DESIGN_NICKNAME = veda_mem
export VERILOG_FILES = /design/flow/design.v
export SDC_FILE = /design/flow/constraint.sdc
export NUM_CORES = 4
export LEC_CHECK = 1
export CORE_UTILIZATION = 50
==> flow/constraint.sdc <==
current_design veda_mem

set clk_period 5.0
set clk_io_pct 0.2

create_clock -name clk0 -period $clk_period [get_ports {clk}]

set non_clock_inputs [all_inputs -no_clocks]
set_input_delay [expr $clk_period * $clk_io_pct] -clock clk0 $non_clock_inputs
set_output_delay [expr $clk_period * $clk_io_pct] -clock clk0 [all_outputs]
==> results.toml <==
# flow metrics
[worst_setup_path]
cp_data_arrival_time_ns = 3.34
path_class = "in -> reg"
worstRegToRegCells = 4
end_kind = "register"
crit_path_start_kind = "primary input"
reg2reg_slack_ns = 2.43
crit_fanout = 19
r2r_end = "dataOut[2]"
critical_path_required_ns = 5.23
rr_startpoint = "adderss_reg[1]"

[layout]
final_cells = 1159
most-common-layout-cells = "and2_1 (257), edfxtp_1 (256), mux4_1 (50)"
num-fill-cells = 1835
comb_area_um2 = 4190
seqCellArea_um2 = 7950
drive_gt1_share_pct = 12.8
design_area_um2 = 13800
mostFrequentLayoutCell = "and2_1"
largest_reg_flops = 256
area_growth_pct = 10.6

[job]
drv_cap = 0
warnings = 25

[yosys]
synth_flop_count = 269
syn_inst = 799
ys_seq_share_pct = 63.6
synth.distinct_cells = 35
top_cells_by_area = "edfxtp_1 (62%), and2_1 (13%), mux4_1 (11%), mux2i_1 (2.6%), dfxtp_1 (2.1%)"
synth.cell_area_um2 = 12500
top_cell_area_share_pct = 61.5
yosys_warnings = 1
ys_cells = 799
avgSynthCellArea_um2 = 15.6
yosysChipArea_um2 = 12500
yosys.area.top_type = "edfxtp_1"

[final_timing]
slew_viol_final = 0
grt_setup_unrepaired = "no"
max_freq_mhz = 322
min_period_over_period_pct = 62.2
max_slew_margin_pct = 41.6
fin_setup_tns_ns = 0
holdWs_ns = 0.624
final.setup.worst_slack_ns = 1.89
tightest_slew_ns = 0.876
layout_min_cycle_time_ns = 3.11
final-setup-viol-count = 0
clock_skew_ns = 0.00721
hold_violations = 0

[hold_path]
hold_start = "adderss_reg[4]"
hp-class = "reg -> reg"
whs_path_depth = 1
whs_endpoint = "dataOut[6]"

[clock_tree]
cts_tree = "built"
postCtsSetupBuffers = 0
htreeDepth = 1
cts_sinks = 269
clkLatencyLatePin_ns = 0.54
ctsHoldBuffers = 0
cts-resized-gates = 0
cts_inserted_buffers = 29
max-clock-path-buffers = 3
root_buffer = "clkbuf_16"
cts.clk_slew.worst_paths_ns = 0.06

[global_route]
grt_util_met2_pct = 37.5
top_usage_layer = "met2"
antenna_found_initial = 0
grt_max_degree = 41
grt_usage_pct = 25.7
use_met3_pct = 14.6
grt-ovfl-total = 0
grt_pass1_vias = 6900
met1_usage_pct = 36.6
grt_pass1_wl_um = 42300

[floorplanning]
placementRows = 57
die_y_um = 160
die-area_um2 = 25600
coreArea_um2 = 24400
die.size.x_um = 160
fp_util_pct = 51.2
pin_count = 25

[placed_design]
dp.cells = 1108
placed_area_um2 = 12900
port_buffers = 24
dpl.hpwl_um = 18200
pre_cts_slack_ns = 1.34
place_congestion = 0.881

[drt]
drc_errors = 0
wl_um = 28800
avgViaCountPerCell = 5.73
diodes = 0
wl_per_cell_um = 24.8
drtAntennaViolNets = 0
first_iter_violations = 362
drtPass1Iterations = 5
num_vias = 6646

[power]
power_density_nw_per_um2 = 365
p_leak_nw = 4.84
irDropWorstVdd_uv = 279

[status]
status = "finished, final reports clean"
[cell families after synthesis]
logic type / Yosys count / synth area share [%]
multiplexers: 88 / 14.2
flip-flops: 269 / 63.6
AND/OR/NAND/NOR: 351 / 17.1
buffers and inverters: 53 / 2.84
AND-OR/OR-AND: 38 / 2.32
[synthesized netlist by cell type]
cell type	number
and2_1	257
edfxtp_1	256
mux4_1	50
mux2i_1	32
or2_2	32
clkbuf_1	28
nor2_1	28
dfxtp_1	13
a221o_1	8
a22oi_1	8
a31oi_1	8
nor2_2	8
buf_6	7
a221oi_1	6
mux4_2	6
nand2_1	6
nor2b_1	6
o21ai_0	6
buf_2	5
clkbuf_8	5
buf_8	3
nand3b_1	3
or3b_2	3
buf_4	2
nand2b_1	2
o2111ai_1	2
and2b_2	1
buf_1	1
clkdlybuf4s25_1	1
inv_2	1
nand3_1	1
nor2b_2	1
nor4b_1	1
nor4bb_1	1
or3_1	1
[worst max-delay path, stage by stage]
cell,delay [ns]
clkdlybuf4s50_1,0.40
buf_4,0.22
nor4b_1,0.39
nand2b_1,0.57
nor2_2,0.46
or2_2,0.29
[layer usage]
layer,part of all wire [%],routed length [µm]
met5,0,0
met4,2.9,829
met3,13,3800
met2,47,13500
met1,37,10600
[power breakdown]
part | internal (mW) | leakage [nW] | switching, mW | total [mW]
Clock | 1.26 | 0.453 | 0.812 | 2.07
Combinational | 0.142 | 1.85 | 0.194 | 0.336
Sequential | 2.58 | 2.54 | 0.0576 | 2.64
[worst max path at each step]
| stage | start | endpoint | slack, ns | depth (start not counted) |
|---|---|---|---|---|
| final | rst | ram[24][0] | 1.89 | 6 |
| after global routing | rst | ram[11][7] | 1.67 | 6 |
| after CTS | rst | ram[24][0] | 1.92 | 6 |
[through the flow]
step           power (mW)  util, %
6_report             5.05     56.6
5_1_grt              5.19     56.6
4_1_cts              5.08     56.6
3_5_place_dp         3.02     52.8
3_3_place_gp         3.02     52.8
2_1_floorplan        2.87        -
[layout make-up]
| type | instances | share of cell area [%] |
|---|---|---|
| clock inverters | 17 | 1.30 |
| flip-flops and latches | 269 | 57.6 |
| well taps | 324 | 2.93 |
| multi-input cells | 477 | 30.3 |
| clock buffers | 34 | 5.39 |
| inverters | 1 | 0.0272 |
| repair buffers | 37 | 2.45 |
No activity file was given, so power comes from the tool's default toggle rates.
