$ cat run.sh
#!/bin/bash
# OpenROAD 26Q1-2900-gdf79404cd8, Yosys 0.63+post, stock flow scripts
make -C /OpenROAD-flow-scripts/flow DESIGN_CONFIG=/design/flow/config.mk WORK_HOME=/design/flow/orfs finish
$ cat constraint.sdc
current_design veda_mem_2

set clk_period 7.8
set clk_io_pct 0.2

create_clock -name clk0 -period $clk_period [get_ports {clk}]

set non_clock_inputs [all_inputs -no_clocks]
set_input_delay [expr $clk_period * $clk_io_pct] -clock clk0 $non_clock_inputs
set_output_delay [expr $clk_period * $clk_io_pct] -clock clk0 [all_outputs]
$ cat config.mk
export PLATFORM = sky130hd
export DESIGN_NAME = veda_mem_2
export DESIGN_NICKNAME = veda_mem_2
export VERILOG_FILES = /design/flow/design.v
export SDC_FILE = /design/flow/constraint.sdc
export NUM_CORES = 4
export LEC_CHECK = 1
export CORE_UTILIZATION = 40
$ cat design.v
module veda_mem_2(clk,rst,we,address_a,address_b,dataIn,Mode,dataOut);
    input clk,rst,we,Mode;
    input  [5:0] address_a;
    input  [5:0] address_b;
    input [7:0] dataIn;
    output reg [7:0] dataOut;
    reg [7:0] ram [31:0];
    reg [4:0] address_reg ;
    integer i;
    always @(posedge clk) begin: veda_mem_2
    if(rst) begin
        for( i=0;i<32;i++) begin: kuchTohHai
            ram[i] <=0;
        end
        dataOut <= 0;
        address_reg <= 0;
    end
    else begin
        if(Mode==0) begin
            if(we) begin
                ram[address_a] <= dataIn;
                address_reg <= address_a;
            end 
            else begin
                address_reg <=address_a;
            end
            dataOut <= ram[address_b];
        end
        else begin
            address_reg <= address_b;
            dataOut <= ram[address_reg];
        end
    end
    end
endmodule
==> results.py <==
# Generated from Yosys and OpenROAD reports
metrics = {
    "run_status": {
        "status": "finished clean",
    },
    "flow_run": {
        "warnings": 27,
        "cap_violations": 0,
    },
    "yosys": {
        "ys_seq_frac": 0.6307,
        "yosys_most_used_dff": "edfxtp_1",
        "syn_inst": 965,
        "ys_sh_mux": 0.09919,
        "adder_share": 0,
        "ys_area_um2": 12600,
        "ys_warn_count": 1,
        "synth_area_um2": 12600,
        "compound_area_frac": 0.03554,
        "synth_cell_type_count": 33,
        "ys_sh_simple": 0.2106,
        "numSynthFlops": 269,
        "edf_count": 256,
        "synth.logic.top_family": "simple AND/OR/NAND/NOR gates",
        "synthArstFlopShare": 0,
        "synth-xor-area-share": 0,
        "synth_area_per_cell_um2": 13.06,
        "yosys_cells": 965,
    },
    "cells_and_area": {
        "largest_reg_flops": 256,
        "fillers": 2642,
        "areaGrowthSynthToFinish_pct": 12.81,
        "final_util": 0.4611,
        "seqCellArea_um2": 7948,
        "comb_area_um2": 4372,
        "drive_gt1_frac": 0.1458,
        "fin_area_um2": 14220,
    },
    "routing": {
        "drt_wl_total_mm": 30.62,
        "wl_per_cell_um": 21.81,
        "n_antenna_cell": 0,
        "via_per_inst": 5.214,
        "drc": 0,
        "first_pass_iters": 7,
        "ant_nets": 0,
        "vias": 7321,
        "drtIter0Drc": 448,
    },
    "floorplan": {
        "rows": 64,
        "dieWidth_um": 179.5,
        "die_height_um": 179.5,
        "dieArea_um2": 32220,
        "ios": 32,
        "coreArea_um2": 30830,
        "core_util_floorplan": 0.4088,
    },
    "setup_path": {
        "r2r_slack_ns": 4.68,
        "crit_required_ns": 8.24,
        "critPathSlowestCell": "mux2_4",
        "critPathBufInv": 3,
        "cp_max_fo": 41,
        "rr_startpoint": "address_reg[0]",
        "r2r-end": "dataOut[7]",
        "crit_type": "input port to register",
        "cp_cell_sequence": "clkdlybuf4s50_1, buf_4, mux2_4, buf_4, mux2i_1, mux4_2, nor2b_1, a2111oi_2",
        "crit_top_cell": "buf_4",
        "max_stage_delay_ns": 0.66,
        "startpoint_type": "input port",
        "critPathCaptureType": "register",
        "reg2reg_depth": 6,
        "crit_arrival_ns": 5.02,
        "crit_family": "multiplexers",
    },
    "power": {
        "p_sw_frac": 0.2254,
        "cellInternalPower_uw": 2616,
        "netSwitchingPower_uw": 761.4,
        "ir_drop_v": 0.0001870,
        "seq_power_share": 0.498,
        "p_comb_frac": 0.094,
        "pwr-share-clk": 0.409,
        "p_leak_uw": 0.005019,
        "p_per_area_nw_per_um2": 237.6,
    },
    "global_routing": {
        "grt_pass1_wl_mm": 46.61,
        "grt.overflow.total": 0,
        "first_global_vias": 7530,
        "grt.total_usage": 0.2097,
        "grt_max_degree": 48,
        "antenna_found_initial": 0,
    },
    "placement": {
        "place.gp.congestion": 0.8886,
        "place_area_um2": 13240,
        "dpl.hpwl_mm": 18.86,
        "port_buffers": 29,
        "dpl_worst_slack_ns": 2.643,
    },
    "min_path": {
        "min_to": "dataOut[7]",
        "worstHoldPathType": "register to register",
        "holdCritStartpoint": "address_reg[3]",
        "whs_path_depth": 3,
    },
    "clock_network": {
        "root_buffer": "clkbuf_16",
        "clkSinkCount": 269,
        "cts_resized": 0,
        "clk_pin_slew_ns": 0.06,
        "cts_tree": "built",
        "cts_max_path_buffers": 3,
        "htreeDepth": 1,
        "postCtsSetupBuffers": 0,
        "insertion_delay_ns": 0.54,
        "ctsHoldBuffers": 0,
        "numCtsBuffers": 29,
    },
    "sta": {
        "fin_ws_ns": 3.217,
        "period_needed_ns": 4.583,
        "holdWs_ns": 0.7138,
        "relSlewSlack": 0.3940,
        "fmax_mhz": 218.2,
        "worst_slew_pin_slew_ns": 0.9057,
        "skew_ns": 0.01485,
        "setup_viol": 0,
        "period_used_share": 0.5876,
        "hold_viol": 0,
        "maxSlewViolCount": 0,
        "rsz0062_at_grt": "false",
        "setup_tns_ns": 0,
    },
}
[cell usage in the layout, fill, tap and decap left out, types with 25 or more instances in the layout]
master / instances
nand2_1: 115
clkbuf_16: 29
or2_2: 32
mux2i_1: 54
nor2_1: 42
nand3_1: 25
and2_1: 258
clkdlybuf4s50_1: 28
edfxtp_1: 256
[power by group through the flow]
stage | Clock (uW) | Sequential, uW | Combinational [uW]
after global routing | 1470 | 1690 | 341
after CTS | 1410 | 1680 | 320
final | 1380 | 1680 | 316
[routing by layer]
metal	vias up	track usage	wire length (um)	share of wire
li1	3492	-	-	-
met1	3580	0.3179	12540	0.41
met2	198	0.3267	14920	0.49
met3	51	0.06108	2474	0.081
met4	0	0.03966	689	0.023
met5	-	0.007407	0	0
[worst max-delay path by stage]
| stage | start | end | slack [ns] | cells past startpoint |
|---|---|---|---|---|
| CTS | Mode | dataOut[7] | 3.18 | 8 |
| global route | Mode | dataOut[4] | 3.03 | 8 |
| finish | Mode | dataOut[7] | 3.22 | 8 |
[synth_stat cells (3+ instances only)]
cell type | number | area (um2)
clkbuf_1 | 41 | 153.9
a2111oi_2 | 8 | 120.1
mux2i_1 | 57 | 570.6
edfxtp_1 | 256 | 7687
or2_2 | 32 | 200.2
nand3_1 | 25 | 125.1
nor2b_1 | 9 | 56.30
buf_1 | 4 | 15.01
buf_4 | 4 | 30.03
buf_8 | 3 | 45.04
a32oi_1 | 16 | 140.1
mux4_2 | 24 | 540.5
mux2_2 | 11 | 123.9
a31oi_1 | 24 | 150.1
buf_2 | 4 | 20.02
dfxtp_1 | 13 | 260.3
nor2_1 | 42 | 157.7
and2_1 | 258 | 1614
nand2_1 | 115 | 431.7
nand3b_1 | 3 | 22.52
[tightest hold or removal path: cells and delay by family (launching register included)]
kind / cells / cell delay (ns)
AND-OR/OR-AND: 1 / 0.06
flip-flops: 1 / 0.32
multiplexers: 1 / 0.16
AND/OR/NAND/NOR: 1 / 0.12
[logic make-up (layout without fill, tap and decap cells)]
group	Yosys count	count (layout)
AOI/OAI and AO/OA	53	53
DFF	269	269
muxes	93	93
buffers and inverters	60	103
and+or+nand+nor	490	490
[per-stage QoR]
step | power [uW] | instances
after floorplan | 1904 | 965
after global placement | 2028 | 1350
after detailed placement | 2030 | 1350
after CTS | 3412 | 1404
after global routing | 3497 | 1404
final | 3377 | 1404
[cell type report]
type | instances | area share
repair buffers | 47 | 0.02957
flip-flops and latches | 269 | 0.5591
clock buffers | 41 | 0.05844
clock inverters | 13 | 0.01003
well taps | 396 | 0.03485
multi-input cells | 636 | 0.3075
inverters | 2 | 0.0005281
No activity file was given, so power comes from the tool's default toggle rates.
