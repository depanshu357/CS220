### ./run.sh
#!/bin/bash
# OpenROAD 26Q1-2900-gdf79404cd8, Yosys 0.63+post, stock flow scripts
make -C /OpenROAD-flow-scripts/flow DESIGN_CONFIG=/design/flow/config.mk WORK_HOME=/design/flow/orfs finish
### ./config.mk
export PLATFORM = sky130hd
export DESIGN_NAME = bit_32_subtr
export DESIGN_NICKNAME = bit_32_subtr
export VERILOG_FILES = /design/flow/design.v
export SDC_FILE = /design/flow/constraint.sdc
export NUM_CORES = 4
export LEC_CHECK = 1
export CORE_UTILIZATION = 30
### ./design.v
module full_subtr(a,b,cin,cout,brr);
    input a,b,cin;
    output cout,brr;
    wire temp1,temp2,temp3;
    xor(cout,a,b,cin);
    and(temp1,cin,b);
    and(temp2,~a,b);
    and(temp3,~a,cin);
    or(brr,temp1,temp2,temp3);
endmodule
module bit_32_subtr(a,b,cout);
    input [31:0] a,b;
    output [31:0] cout;
    wire [32:0] brrOut;
    generate
        genvar i;
        assign brrOut[0]=0;
        for(i=0;i<32;i=i+1) begin
                full_subtr uut(a[i],b[i],brrOut[i],cout[i],brrOut[i+1]);
        end
    endgenerate
endmodule
### ./constraint.sdc
current_design bit_32_subtr

set clk_period 9.5
set clk_io_pct 0.2

create_clock -name clk0 -period $clk_period

set non_clock_inputs [all_inputs -no_clocks]
set_input_delay [expr $clk_period * $clk_io_pct] -clock clk0 $non_clock_inputs
set_output_delay [expr $clk_period * $clk_io_pct] -clock clk0 [all_outputs]
==> ci_impl_report.md <==
## Synthesis and layout report

| Metric | Value |
|---|---|
| Core occupancy in the finished layout | `0.553` |
| Fraction of power consumed by the clock network | `0` |
| Max-slew headroom at the worst pin | `0.929` |
| Final tally of max-slew violations | `0` |
| Starting utilization of the core area | `0.322` |
| First drt pass iteration count | `2` |
| Avg Inst Size Synth | `a little under 9 um2` |
| Unrepaired setup endpoints after global routing | `true` |
| Hold_buf cts | `0` |
| Residual DRC | `0` |
| Kind of start point of the critical path | `input port` |
| Power share of the sequential group | `0` |
| Synthesized cell area | `0.00111 mm2` |
| Antenna violations before repair | `0` |
| Total routing resource utilization after global routing | `0.123` |
| IO Port Bufs | `~96` |
| Pleak | `0.000927 uW` |
| Top cells by area, synth | `fa_1 (54%), buf_4 (22%), inv_1 (21%)` |
| Ant diodes | `0` |
| Setup fix buffers added after clock tree synthesis | `0` |
| Vias after detailed routing | `872` |
| Final min period | `around 15 ns` |
| Final count of negative-setup-slack endpoints | `17` |
| Critical path's top delay family | `adder cells` |
| Crit path DRT | `7.60 ns` |
| Maximum frequency from static timing analysis | `a little under 70 MHz` |
| VDD IR max | `around 0.021 mV` |
| Part of the Yosys area used for sequential elements | `0` |
| Power dissipated by switching net loads | `around 34 uW` |
| Largest driver fanout on the critical path | `1` |
| Post-layout worst setup margin | `-5.38 ns` |
| Cells after synthesis | `about 130` |
| Worst-Margin Slew | `~0.11 ns` |
| Largest type area fraction | `0.541` |
| Netlist cell types | `5` |
| Total negative setup slack | `-47.64 ns` |
| Cell taking the most area after synthesis | `fa_1` |
| Violations in the final reports | `setup timing` |
| Final hold violations | `0` |
| Share of total power consumed by net switching | `0.312` |
| Area of the multi-input gates | `724 um2` |
| Tally of yosys warning messages | `0` |
| Cell area power density | `between 50 and 60 mW/mm2` |
| Core Rows | `21` |
| Die boundary height | `62.8 um` |
| Path type of the worst setup path | `input port to output pin` |
| Yosys cell count | `126` |
| Final weighted congestion in routability-driven placement | `~0.77` |
| Share of final-layout standard cells stronger than drive strength 1 | `0.311` |
| Result of the run | `finished, violations left` |
| Wire length per cell after detailed routing | `between 8 and 9 um` |
| Slowest cell on crit path | `xor3_1` |
| Total length of routed wires | `just over 2 mm` |
| Growth of design area from synthesis to finish | `71.5%` |
| Seq. cell area | `0 um2` |
| Buffering stage count on the worst path with inverters included | `3` |
| Most used cell along the critical path | `fa_2` |
| Top-count cell post-synth | `inv_1` |
| Chip Width | `between 60 and 70 um` |
| Initial DRC Count | `1` |
| Ports | `96` |
| Max-cap violations | `0` |
| OpenROAD warning count | `35` |
| Number of fillers in the final layout | `approximately 310` |
| Post-DP HPWL | `between 1.5 and 2 mm` |
| Most used standard cells in the synthesized netlist | `inv_1 (62), buf_4 (32), fa_1 (30)` |
| Chip area in the Yosys report | `approximately 0.0011 mm2` |
| Internal portion of total power | `between 70 and 80 uW` |
| Final non-filler cell area | `0.00190 mm2` |
| Final worst path period share | `1.57` |
| Overall chip area | `0.00395 mm2` |
| GRT Residual Overflow | `0` |
| Endpoint arrival time on the critical path | `~13 ns` |
| Via density | `~3.7` |
| Worst stage delay on the critical path | `around 0.36 ns` |
| Number of global-route vias before repair | `~920` |
| ANT nets after route | `0` |
| Worst Setup End Kind | `output pin` |
| Combinational share of power | `1.000` |
| Pin count of the biggest net entering global routing | `2` |
| First-pass GRT wire length | `3.76 mm` |
| Area of placed instances | `0.00199 mm2` |
| Floorplan core area | `around 0.0034 mm2` |
| Tally of clock buffers in the finished layout | `0` |
| Sequential cells | `0` |
| Type of the worst min-delay path | `input port to output pin` |
## worst paths after layout
path,from,end,slack (ns),cells past startpoint
max,a[0],cout[31],-5.38,35
min,b[0],cout[0],4.39,4
## metrics by stage
stage / total power (uW) / worst slack [ns] / hold slack (ns) / std cells
floorplan: 70.4 / -5.12 / 4.00 / 126
global placement: 122 / -6.31 / 4.79 / 236
detailed placement: 123 / -6.35 / 4.80 / 236
CTS: 110 / -5.82 / 4.40 / 236
global route: 126 / -5.65 / 4.41 / 236
finish: 108 / -5.38 / 4.39 / 236
## cells by family after synthesis
logic type / Yosys count / share of synthesized area
XOR/XNOR: 1 / 0.0214
buffers and inverters: 94 / 0.426
adder cells (fa/ha/maj): 31 / 0.552
## cells in the final DEF (no fill, tap or decap), drive strengths merged
| master | netlist | final |
|---|---|---|
| clkdlybuf4s50 | 0 | 74 |
| fa | 30 | 30 |
| buf | 32 | 19 |
| dlygate4sd2 | 0 | 1 |
| xor3 | 1 | 1 |
| clkdlybuf4s15 | 0 | 1 |
| inv | 62 | 62 |
| ha | 1 | 1 |
| clkbuf | 0 | 1 |
## power by group through the flow
stage / sequential [uW] / clock [uW] / combinational (uW)
CTS: 0 / 0 / 110
global route: 0 / 0 / 126
finish: 0 / 0 / 108
## what timing repair did
| item | CTS | global route |
|---|---|---|
| setup endpoints to repair | 19 | 17 |
| pin swaps | 0 | 0 |
| gates resized | 69 | 8 |
## metal layers
metal / track usage / vias up / share of wire
met1: 0.167 / 382 / 0.37
met2: 0.175 / 76 / 0.40
li1: - / 414 / -
met5: 0 / - / 0
met4: 0 / 0 / 0
met3: 0.0907 / 0 / 0.23
## area by class of cell
cell class | instances | area share
inverter | 62 | 0.129
multi-input combinational | 32 | 0.381
tap | 46 | 0.0302
timing repair buffer | 96 | 0.460
Power is estimated from default activity; no workload was simulated.
